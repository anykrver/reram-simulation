File: flow/design.v
module crossbar_controller #(
    parameter TIMESTEPS = 50,
    parameter TS_WIDTH  = 6      
) (
    input  wire         clk,
    input  wire         rst_n,
    input  wire         start,
    output reg          clear_acc,   
    output reg          apply_v,     
    output reg          sample_i,    
    output reg          done
);
    typedef enum reg [2:0] {
        S_IDLE     = 3'd0,
        S_CLEAR    = 3'd1,
        S_INTEGRATE = 3'd2,
        S_SAMPLE   = 3'd3,
        S_DONE     = 3'd4
    } state_t;
    state_t state;
    reg [TS_WIDTH-1:0] timer;
    always @(posedge clk or negedge rst_n) begin
        if (!rst_n) begin
            state     <= S_IDLE;
            timer     <= 0;
            clear_acc <= 1'b0;
            apply_v   <= 1'b0;
            sample_i  <= 1'b0;
            done      <= 1'b0;
        end else case (state)
            S_IDLE: begin
                done <= 1'b0;
                if (start) begin
                    state     <= S_CLEAR;
                    clear_acc <= 1'b1;
                end
            end
            S_CLEAR: begin
                clear_acc <= 1'b0;
                apply_v   <= 1'b1;
                timer     <= 0;
                state     <= S_INTEGRATE;
            end
            S_INTEGRATE: begin
                if (timer == TIMESTEPS - 1) begin
                    apply_v <= 1'b0;
                    state   <= S_SAMPLE;
                end else begin
                    timer <= timer + 1;
                end
            end
            S_SAMPLE: begin
                sample_i <= 1'b1;
                state    <= S_DONE;
            end
            S_DONE: begin
                sample_i <= 1'b0;
                done     <= 1'b1;
                state    <= S_IDLE;
            end
            default: state <= S_IDLE;
        endcase
    end
endmodule
File: flow/run.sh
#!/bin/bash
# OpenROAD 26Q1-2900-gdf79404cd8, Yosys 0.63+post, stock flow scripts
make -C /OpenROAD-flow-scripts/flow DESIGN_CONFIG=/design/flow/config.mk WORK_HOME=/design/flow/orfs finish
File: flow/config.mk
export PLATFORM = sky130hd
export DESIGN_NAME = crossbar_controller
export DESIGN_NICKNAME = crossbar_controller
export VERILOG_FILES = /design/flow/design.v
export SDC_FILE = /design/flow/constraint.sdc
export NUM_CORES = 4
export LEC_CHECK = 1
export CORE_AREA = 10 10 77 77
export DIE_AREA = 0 0 87 87
File: flow/constraint.sdc
current_design crossbar_controller

set clk_period 2.4
set clk_io_pct 0.2

create_clock -name clk0 -period $clk_period [get_ports {clk}]

set non_clock_inputs [all_inputs -no_clocks]
set_input_delay [expr $clk_period * $clk_io_pct] -clock clk0 $non_clock_inputs
set_output_delay [expr $clk_period * $clk_io_pct] -clock clk0 [all_outputs]
==> flow_metrics.env <==
# flow metrics
export IMPL_overflow=0
export IMPL_ys_cells=66
export IMPL_yosysWarnings=1
export IMPL_cts_buffers=3
export IMPL_cts_buffer_depth=2
export IMPL_required_ns=1.92
export IMPL_outcome="completed"
export IMPL_avgRoutedWirePerCell_um=10.19
export IMPL_post_place_ws_ns=0.9778
export IMPL_gr_usage_all_layers_pct=3.665
export IMPL_synth_avg_cell_area_um2=10.60
export IMPL_netlist_area_um2=699.4
export IMPL_cts_setup_buffers=0
export IMPL_hold_violations=0
export IMPL_final_util_pct=19.89
export IMPL_hold_path_class="register to register"
export IMPL_grt_max_degree=16
export IMPL_die_h_um=87
export IMPL_period_minus_slack_ns=1.570
export IMPL_die_x_um=87
export IMPL_first_global_vias=496
export IMPL_ioPinCount=7
export IMPL_ant_nets=0
export IMPL_vdd_drop_max_mv=0.2815
export IMPL_dp_hpwl_um=933.4
export IMPL_crit_chain="clkdlybuf4s50_1"
export IMPL_setup_ws_ns=0.8305
export IMPL_syn_inst=66
export IMPL_globalplace_congestion=0.8398
export IMPL_first_pass_iters=4
export IMPL_timing_hold_ws_ns=0.3818
export IMPL_start_kind="register"
export IMPL_drc=0
export IMPL_p_per_area_nw_per_um2=1050
export IMPL_hold_buffers=0
export IMPL_critPathBufInv=1
export IMPL_crit_fanout=3
export IMPL_insertion_delay_ns=0.24
export IMPL_ctsResizeCount=0
export IMPL_cts_tree="built"
export IMPL_warning_count=26
export IMPL_max_freq_mhz=637.1
export IMPL_worst_path_max_delay_cell="clkdlybuf4s50_1"
export IMPL_rsz0062_at_grt="no"
export IMPL_crit_path_end_kind="primary output"
export IMPL_syn_to_final_growth_pct=23.79
export IMPL_slowest_delay_ns=0.48
export IMPL_topCellsByArea="dfrtp_1 (50%), mux2i_1 (4.3%), dfstp_2 (3.8%), nor2_1 (3.8%), ha_1 (3.6%)"
export IMPL_initCoreUtil_pct=16.06
export IMPL_flop_cell="dfrtp_1"
export IMPL_placementRows=24
export IMPL_antenna_found_initial=0
export IMPL_htree_levels=1
export IMPL_dieArea_um2=7569
export IMPL_clkTransAtPathRegs_ns=0.06
export IMPL_leakagePower_nw=0.3873
export IMPL_setup_viol=0
export IMPL_slew_violations=0
export IMPL_top_area_share_pct=50.09
export IMPL_path_class="register to primary output"
export IMPL_ys_flops=15
export IMPL_nFillCells=455
export IMPL_max_slew_margin_pct=57.36
export IMPL_setup_tns_ns=0
export IMPL_cts_sinks=15
export IMPL_fin_skew_ns=0.0008384
export IMPL_worst_pin_slew_ns=0.6376
export IMPL_port_buffers=6
export IMPL_antenna_cells=0
export IMPL_ys_seq_share_pct=53.85
export IMPL_wl_um=1294
export IMPL_synth_top_cell_by_count="dfrtp_1"
export IMPL_drt_first_iter_violations=44
export IMPL_yosysChipArea_um2=699.4
export IMPL_min_period_over_period_pct=65.40
export IMPL_synth_area_leader_cell="dfrtp_1"
export IMPL_clock_tree_root_cell="clkbuf_8"
export IMPL_synth_edff_count=0
export IMPL_vias_per_cell=3.858
export IMPL_synth_distinct_cells=26
export IMPL_drive_above_1_share_pct=9.333
export IMPL_core_area_um2=4354
export IMPL_synthTopCellsByCount="dfrtp_1 (14), nor2_1 (7), nand2_1 (6)"
export IMPL_async_reset_ff_share_pct=100.0
export IMPL_grt_pass1_wl_um=2290
export IMPL_worstPathArrival_ns=1.09
export IMPL_vias=490
export IMPL_crit_family="buffers and inverters"
export IMPL_cap_viol_max_count=0
[metal layers]
metal / track usage [%] / wire length (um)
met2: 4.330 / 483
met1: 5.407 / 659
met4: 1.031 / 14
met3: 2.075 / 137
met5: 0 / 0
[final cells by class]
type	instances	area [um^2]	area share, %
Multi-Input combinational cell	45	299.0	34.54
Sequential cell	15	376.6	43.50
Clock buffer	3	41.29	4.769
Clock inverter	1	5.005	0.5780
Timing Repair Buffer	6	60.06	6.936
Tap cell	52	65.06	7.514
Inverter	5	18.77	2.168
[placed cells by master (no fill, tap or decap), types with 3 or more instances in the layout]
master,instances
nor2_1,7
nand2_1,6
dfrtp_1,14
clkdlybuf4s50_1,6
inv_1,5
mux2i_1,3
clkbuf_8,3
[power by group]
part | switching (W) | internal (W) | leakage [nW] | total, W
logic | 0.000134 | 0.000149 | 0.174 | 0.000283
clock network | 0.0000856 | 0.000115 | 0.0255 | 0.000200
registers | 0.0000996 | 0.000326 | 0.188 | 0.000426
[registers in the layout, summed over array words and instances, names as in the netlist]
signal     cells
apply_v        1
clear_acc      1
done           1
sample_i       1
state          5
timer          6
[kinds of logic (layout without fill, tap and decap cells)]
kind of cell / count (synthesis) / in the layout / share of synthesized area [%]
simple gates: 27 / 27 / 21.47
flops: 15 / 15 / 53.85
compound gates: 11 / 11 / 10.91
buf+inv: 6 / 15 / 3.399
mux: 3 / 3 / 4.294
fa+ha+maj: 2 / 2 / 3.577
xor+xnor: 2 / 2 / 2.505
[per-stage QoR]
| step | power (W) | instance area (um^2) | std cells |
|---|---|---|---|
| 6_report | 0.0009091 | 865.8 | 127 |
| 2_1_floorplan | 0.0006175 | 699.4 | 66 |
| 5_1_grt | 0.0009858 | 865.8 | 127 |
| 3_3_place_gp | 0.0006899 | 819.5 | 123 |
| 4_1_cts | 0.0009150 | 865.8 | 127 |
| 3_5_place_dp | 0.0007071 | 819.5 | 123 |
[final timing paths]
path                               start        to  slack (ns)  cells after the start
worst max-delay path             apply_v   apply_v        0.83                      1
min in group asynchronous          rst_n  timer[2]        0.63                      1
worst max register to register  timer[1]  timer[1]        0.96                      5
worst min-delay path            state[4]  state[1]        0.38                      0
max in group asynchronous          rst_n  sample_i        1.36                      1
worst min register to register  state[4]  state[1]        0.38                      0
Power is estimated from default activity; no workload was simulated.
