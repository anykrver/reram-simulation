===== design/flow/config.mk =====
export PLATFORM = sky130hd
export DESIGN_NAME = spike_encoder
export DESIGN_NICKNAME = spike_encoder
export VERILOG_FILES = /design/flow/design.v
export SDC_FILE = /design/flow/constraint.sdc
export NUM_CORES = 4
export LEC_CHECK = 1
export CORE_AREA = 10 10 77 77
export DIE_AREA = 0 0 87 87

===== design/flow/run.sh =====
#!/bin/bash
# OpenROAD 26Q1-2900-gdf79404cd8, Yosys 0.63+post, stock flow scripts
make -C /OpenROAD-flow-scripts/flow DESIGN_CONFIG=/design/flow/config.mk WORK_HOME=/design/flow/orfs finish

===== design/flow/constraint.sdc =====
current_design spike_encoder

set clk_period 2.6
set clk_io_pct 0.2

create_clock -name clk0 -period $clk_period [get_ports {clk}]

set non_clock_inputs [all_inputs -no_clocks]
set_input_delay [expr $clk_period * $clk_io_pct] -clock clk0 $non_clock_inputs
set_output_delay [expr $clk_period * $clk_io_pct] -clock clk0 [all_outputs]

===== design/flow/design.v =====
module spike_encoder #(
    parameter RATE_WIDTH = 8,
    parameter LFSR_WIDTH = 16
) (
    input  wire                  clk,
    input  wire                  rst_n,
    input  wire                  en,         
    input  wire [RATE_WIDTH-1:0] rate,       
    output reg                   spike
);
    reg [LFSR_WIDTH-1:0] lfsr;
    wire feedback = lfsr[0];
    always @(posedge clk or negedge rst_n) begin
        if (!rst_n) begin
            lfsr  <= 16'hACE1;  
            spike <= 1'b0;
        end else if (en) begin
            lfsr <= (lfsr >> 1) ^ (feedback ? 16'hB400 : 16'h0000);
            spike <= (lfsr[LFSR_WIDTH-1 -: RATE_WIDTH] < rate);
        end else begin
            spike <= 1'b0;
        end
    end
endmodule

==> run summary <==
run results: die height 87 microns, Yosys Warn Count 1, ys cells 67, Place WS 0.7280 ns, CTS tree done, Mapped Cells 67, Port Buffer Count 11, RD Place Congestion 0.7263, register area share after synthesis 52.25%, Critical Path, Cell by Cell clkdlybuf4s50_1 > inv_1 > ha_1 > a211oi_1 > o21ai_0 > a21oi_1, grt ovf 0, initial antenna violation count 0, Resized Gates After CTS 0, Synth cell types 17, skew final 0.001288 ns, CP Class in -> reg, slew margin rel. 51.50%, syn avg cell area 12.44 sq um, crit path DAT 1.79 ns, Boundary Pins 12, CP startpoint kind input pin, share of cells above drive strength 1 30.86%, most numerous logic cells after layout mux2_2 (13), clkdlybuf4s50_1 (11), dfrtp_1 (9), Commonest Layout Cell mux2_2, vias per cell 3.857, Latency at later pin 0.24 ns, Hold Path Class reg -> reg, logic area 352.8 sq um, First-pass DRT Iterations 3, Pleak 0.4311 nW, TritonCTS Sinks 17, Mux cell area share 17.57%, Vias 513, fa+ha+maj area frac 10.51%, Setup Viol. Count Final 0, Post-Route WL 1285 microns, status finished, final reports clean, Core Area 4354 sq um, Yosys chip area 833.3 sq um, Max FO, Critical Path 2, top comb family, area multiplexers, postcts setup bufs 0, CP Capture Type flip-flop, CTS max path bufs 2, FP Core Util 19.14%, vias in the first global route 506, worst vdd ir 239.8 uV, pin count of the biggest net entering global routing 21, routed len/inst 9.662 microns, Layout Area Growth over Synthesis 25.08%, min Tclk post-route 1.612 ns, Tcrit/Tclk final 61.99%, setup TNS 0 ns, critical path data required time 2.77 ns, FMAX 620.5 MHz, Routed Antenna Nets 0, width of the chip 87 microns, Overall Global Routing Usage 3.614%, TritonCTS buffer count 3, Complex Gates by Area 6.006%, root buffer cell clkbuf_8, tool warnings 25, yosys xor share 3.153%, CP max-delay cell clkdlybuf4s50_1, slowest cell delay on critical path 0.45 ns, CTS Hold Bufs 0, row count 24, flops & latches, synth 17, PwrDens 987.9 nW/um^2, DP HPWL 974.9 microns, Hold Violations, Final 0, Final WS setup 0.9883 ns, global-route wire length before repair 2249 microns, # DRC 0, Worst Max-Slew Pin Slew 0.7252 ns, Max-cap violations 0, Reg clk slew, reported paths 0.06 ns, Post-Syn Area 833.3 sq um, Flop area 435.4 sq um, Basic Gates by Area 5.105%, 1st-iter DRT viols 9, Die ar. 7569 sq um, unrepaired setup endpoints after global routing false, Fill cells 440, # diodes 0, Slew Viols, Final 0, H-tree Lvls 1
==> worst paths after layout <==
kind	from	endpoint	slack, ns	cells past startpoint
max in group asynchronous	rst_n	lfsr[1]	1.44	1
worst max-delay path	rate[2]	spike	0.99	6
worst min-delay path	lfsr[10]	lfsr[10]	0.50	2
min in group asynchronous	rst_n	spike	0.71	1
worst min register to register	lfsr[10]	lfsr[10]	0.50	2
worst max register to register	lfsr[10]	spike	1.27	4
==> through the flow <==
stage / cell area, sq um / hold WS [ns] / std cells / utilization, % / power (mW)
final: 1042 / 0.5017 / 133 / 23.94 / 1.030
after global routing: 1042 / 0.5247 / 133 / 23.94 / 1.118
after CTS: 1042 / 0.5048 / 133 / 23.94 / 1.041
after detailed placement: 997.2 / 0.4911 / 129 / 22.90 / 0.8461
after global placement: 997.2 / 0.4845 / 129 / 22.90 / 0.8313
after floorplan: 833.3 / 0.2244 / 67 / - / 0.7539
==> registers in the layout (all words and copies together) (netlist names) <==
name	flops
lfsr	16
spike	1
==> where the power goes <==
| group | internal, mW | total (mW) | switching (mW) | leakage (nW) |
|---|---|---|---|---|
| Sequential | 0.441 | 0.532 | 0.0908 | 0.186 |
| Combinational | 0.194 | 0.307 | 0.114 | 0.222 |
| Clock | 0.108 | 0.190 | 0.0818 | 0.0228 |
| Total | 0.743 | 1.03 | 0.286 | 0.431 |
==> kinds of logic after synthesis <==
| kind of cell | Yosys count |
|---|---|
| xor gates and xnor gates | 3 |
| buffers and inverters | 9 |
| adders and majority gates | 7 |
| AOI/OAI and AO/OA | 9 |
| DFF | 17 |
| and+or+nand+nor | 9 |
| muxes | 13 |
==> per-layer routing <==
metal	track usage, %	share of wire [%]	up-vias
met5	0	0	-
met4	0.7364	1.3	0
met3	2.453	13	2
met2	5.263	41	11
met1	4.333	45	244
li1	-	-	256
==> cells in the mapped netlist <==
cell	count	area, sq um
o21ai_1	1	5.000
buf_6	1	11.26
inv_1	7	26.28
nor2b_1	1	6.260
buf_4	1	7.510
nand2_1	1	3.750
a211oi_1	2	15.01
nand4_1	1	6.260
o21ai_0	2	10.01
ha_1	7	87.58
xnor2_1	3	26.28
mux2_2	13	146.4
and2b_1	1	7.510
dfstp_2	8	210.2
a21oi_1	4	20.02
dfrtp_1	9	225.2
nor2_1	5	18.77
==> layout make-up <==
| cell class | count | share of cell area (%) |
|---|---|---|
| Clock buffer | 4 | 4.322 |
| Inverter | 7 | 2.521 |
| Multi-Input combinational cell | 41 | 33.85 |
| Sequential cell | 17 | 41.78 |
| Tap cell | 52 | 6.242 |
| Timing Repair Buffer | 12 | 11.28 |
==> worst max-delay path, delay by kind of cell <==
kind / cells / cell delay (ns)
buffers and inverters: 2 / 0.49
AND-OR/OR-AND: 3 / 0.48
adder cells (fa/ha/maj): 1 / 0.29
Power figures rest on the tool's default switching activity, not on a simulated workload.
